$ cat flow/run.sh
#!/bin/bash
# OpenROAD 26Q1-2900-gdf79404cd8, Yosys 0.63+post, stock flow scripts
make -C /OpenROAD-flow-scripts/flow DESIGN_CONFIG=/design/flow/config.mk WORK_HOME=/design/flow/orfs finish
$ cat flow/config.mk
export PLATFORM = sky130hd
export DESIGN_NAME = CashRegister
export DESIGN_NICKNAME = CashRegister
export VERILOG_FILES = /design/flow/design.v
export SDC_FILE = /design/flow/constraint.sdc
export NUM_CORES = 4
export LEC_CHECK = 1
export CORE_AREA = 10 10 70 70
export DIE_AREA = 0 0 80 80
$ cat flow/constraint.sdc
current_design CashRegister

set clk_period 2.0
set clk_io_pct 0.2

create_clock -name clk0 -period $clk_period [get_ports {CLOCK_50}]

set non_clock_inputs [all_inputs -no_clocks]
set_input_delay [expr $clk_period * $clk_io_pct] -clock clk0 $non_clock_inputs
set_output_delay [expr $clk_period * $clk_io_pct] -clock clk0 [all_outputs]
$ cat flow/design.v
module CashReg
  #(parameter W = 5)									 
  (Clock, C, A, T, X, Total);
	input Clock;
	input A;													 
	input T;													 
	input C;													 
	input [W-1:0] X;										 
	output [W-1:0] Total;
	reg [W-1:0] AREG;
	wire A_LD;
	reg [W-1:0] SREG;
	wire S_CLR, S_LD;
	reg [W-1:0] TREG;
	wire T_CLR, T_LD;
	wire ovf;
	wire [W-1:0] R;
	AddW #(.W(W)) Adder(SREG, AREG, 1'b0, R, ovf);
	reg [2:0] Q, Q_Next;
	localparam Init          = 3'd0;
	localparam LoadX         = 3'd1;
	localparam AddX          = 3'd2;
	localparam MoreX         = 3'd3;
	localparam LoadTotal     = 3'd4;
	localparam DisplayTotal  = 3'd5;
	localparam Clear         = 3'd6;
	always @*
	begin
		case (Q)
			Init:
        if (A)
					Q_Next <= LoadX;
				else
					Q_Next <= Init;
			LoadX: Q_Next <= AddX;
			AddX: Q_Next <= MoreX;
			MoreX:
        if (A)
					Q_Next <= LoadX;
				else if (T)
					Q_Next <= LoadTotal;
				else
					Q_Next <= MoreX;
			LoadTotal: Q_Next <= DisplayTotal;
			DisplayTotal:
        if (C)
					Q_Next <= Clear;
				else
					Q_Next <= DisplayTotal;
			Clear: Q_Next <= Init;
		endcase
	end
  initial
	begin
		Q <= Init;
		AREG <= 'd0;
		SREG <= 'd0;
		TREG <= 'd0;
	end
	always @(posedge Clock)
		Q <= Q_Next;
	assign A_LD = (Q == LoadX);
	assign S_LD = (Q == AddX);
	assign T_LD = (Q == LoadTotal);
	assign S_CLR = (Q == Clear);
	assign T_CLR = (Q == Clear);
  always @(posedge Clock)
	begin
		AREG <= A_LD ? X : 'd0;
		SREG <=
			S_CLR ? 'd0 :
				(S_LD ? R : SREG);
		TREG <=
			T_CLR ? 'd0 :
				(T_LD ? SREG : TREG);
	end
	assign Total = TREG;
endmodule
module FullAdder(a, b, cin, s, cout);
	input a, b, cin;
	output s, cout;
	assign s = a ^ b ^ cin;
	assign cout = a & b | cin & (a ^ b);
endmodule
module AddW
	#(parameter W = 16)			 
	(A, B, c0, S, ovf);
	input [W-1:0] A, B;			 
	input c0;						 
	output [W-1:0] S;				 
	output ovf;						 
	wire [W:0] c;					 
	assign c[0] = c0;
	FullAdder F0(A[0], B[0]^Co, c[0], S[0], c[1]);
	FullAdder F1(A[1], B[1]^Co, c[1], S[1], c[2]);
	FullAdder F2(A[2], B[2]^Co, c[2], S[2], c[3]);
	FullAdder F3(A[3], B[3]^Co, c[3], S[3], c[4]);
	assign Ovf = c[4]^c[3];
endmodule
module Clock_Div
	#(parameter SIZE = 36)	 
	(CLK_in, CLKS_out);
	input CLK_in;
	output [SIZE:0] CLKS_out;
	reg [SIZE:1] Counter;
	initial Counter = 'd0;
	always @(posedge CLK_in)
		Counter <= Counter + 1;
	assign CLKS_out = {Counter, CLK_in};
endmodule
module CashRegister(LEDR,SW,KEY,CLOCK_50,HEX0,HEX1,HEX2,HEX3,HEX4,HEX5,HEX6,HEX7);
	parameter W=4;
	input [3:0] SW;
	input [2:0] KEY;
	input CLOCK_50;
	output [6:0] HEX0,HEX1,HEX2,HEX3,HEX4,HEX5,HEX6,HEX7;
	output [5:0] LEDR;
	wire[3:0] Total;
	wire [36:0] clock;
	wire ToLarge1;
	wire ToLarge2;
	Clock_Div CD(CLOCK_50,clock);
	CashReg #(.W(W)) CR(clock[22], ~KEY[2], ~KEY[0], ~KEY[1], SW[3:0], Total);
	Unsigned_to_7SEG #(.W(W)) U7S1(SW[3:0],HEX7,HEX6,HEX5,HEX4,ToLarge1);
	Unsigned_to_7SEG #(.W(W)) U7S2(Total,HEX3,HEX2,HEX1,HEX0,ToLarge2);
endmodule 
module Unsigned_to_7SEG
	#(parameter W = 4)					 
	(input [W-1:0] N,						 
	 output [6:0] D3, D2, D1, D0,		 
	 output TooLarge						 
	);
	localparam ZERO 	= 7'b1000000;	 
	localparam ONE		= 7'b1111001; 	 
	localparam TWO		= 7'b0100100; 	 
	localparam THREE	= 7'b0110000; 	 
	localparam FOUR	= 7'b0011001; 	 
	localparam FIVE	= 7'b0010010; 	 
	localparam SIX		= 7'b0000010; 	 
	localparam SEVEN	= 7'b1111000; 	 
	localparam EIGHT	= 7'b0000000; 	 
	localparam NINE	= 7'b0010000; 	 
	localparam MINUS	= 7'b0111111;	 
	localparam OFF		= 7'b1111111; 	 
	reg [6:0] LUT[0:9];					 
	initial begin
		LUT[0] = ZERO;
		LUT[1] = ONE;
		LUT[2] = TWO;
		LUT[3] = THREE;
		LUT[4] = FOUR;
		LUT[5] = FIVE;
		LUT[6] = SIX;
		LUT[7] = SEVEN;
		LUT[8] = EIGHT;
		LUT[9] = NINE;
	end
	assign TooLarge = (N > 'd9999);
	wire [W-1:0] Quotient0, Quotient1, Quotient2, Digit0, Digit1, Digit2, Digit3;
	assign Quotient0 = N / 4'b1010;
	assign Quotient1 = Quotient0 / 4'b1010;
	assign Quotient2 = Quotient1 / 4'b1010;
	assign Digit0 = N % 4'b1010;
	assign Digit1 = Quotient0 % 4'b1010;
	assign Digit2 = Quotient1 % 4'b1010;
	assign Digit3 = Quotient2 % 4'b1010;
	assign D3 = TooLarge? MINUS : ((Digit3 == 'd0) ? OFF : LUT[Digit3]);
	assign D2 = TooLarge? MINUS : ((Digit3 == 'd0) & (Digit2 == 'd0) ? OFF : LUT[Digit2]);
	assign D1 = TooLarge? MINUS : ((Digit3 == 'd0) & (Digit2 == 'd0) & (Digit1 == 'd0) ? OFF : LUT[Digit1]);
	assign D0 = TooLarge? MINUS : LUT[Digit0];
endmodule
==> metrics.yaml <==
antenna_left: 0
die_area_um2: 6400
status: "complete, no violations"
p_per_area_nw_per_um2: 179
dp_slack_ns: -0.741
ff_latch_area_um2: 0
drt_first_pass_iters: 4
vias_per_cell: 3.19
drc: 0
peakVddDrop_mv: 0.0375
top_cell_area_share_pct: 59.3
drive_gt1_share_pct: 34.7
slowest_stage: "ha_2"
n_antenna_cell: 0
finalCritPeriodShare_pct: 97.1
cp-start-kind: "primary input"
core_region_area_um2: 3420
hp-class: "primary input to output pin"
period_needed_ns: 1.94
clock_buffers: 0
portBuffers: 13
fp-row-count: 21
grt_pass1_wl_um: 2800
fillers: 391
hold_ws_ns: 1.32
netlist.top_cell.by_area: "buf_4"
dpl-instance-area_um2: 714
ys_types: 27
dp_cells: 161
finalInstanceArea_um2: 830
drtIter0Drc: 31
rsz0062_at_grt: "yes"
busiest_layer: "met2"
cp-end-kind: "output pin"
finalSetupViolations: 0
critPathMostFrequentCell: "buf_6"
vias: 543
crit_chain: "buf_6, inv_6, nand3_2, o21ai_2, ha_2, buf_6, buf_6, nor2_1, o22a_2, o22ai_2, buf_2"
avgRoutedWirePerCell_um: 10.3
setup_ws_ns: 0.0570
p_leak_nw: 0.461
grt_pass1_vias: 625
fp_util_pct: 20.0
synth_chip_area_um2: 683
met1_usage_pct: 6.59
die_y_um: 80
dieWidth_um: 80
critPathMaxFanout: 3
ys_warn_count: 12
gr-usage-met3_pct: 0.341
routed_wl_um: 1750
grt-ovfl-total: 0
fin_cells: 170
max_freq_mhz: 515
hold_buffers: 0
grt_max_degree: 10
synth_area_per_cell_um2: 6.97
cp_data_arrival_time_ns: 1.54
io-pin-count: 70
maxCapViolCount: 0
seq_cell_count: 0
area_leaders: "buf_4, ha_1, o21ai_0, inv_1, nand2_1"
final_hold_viol_count: 0
worstHoldPathCells: 5
crit_type: "primary input to output pin"
finish.utilization_pct: 24.3
synthToLayoutAreaGrowth_pct: 21.4
slew_viol_final: 0
grt.met2_usage_pct: 9.39
syn_inst: 98
antenna_found_initial: 0
ys_cells: 98
dp_hpwl_um: 1460
tool_warnings: 33
place.gp.congestion: 0.921
required_ns: 1.60
synth_seq_share_pct: 0
comb_area_um2: 493
synthesis.area_um2: 683
slowest_delay_ns: 0.21
grt_usage_pct: 5.08
## per-layer routing
layer	up-vias	routed length, um
met2	34	876
met3	0	94
li1	265	-
met5	-	0
met1	244	784
met4	0	0
## report_power, final
part	switching [mW]	total [mW]	internal, mW
sequential	0	0	0
combinational	0.0647	0.149	0.0840
clock	0	0	0
total	0.0647	0.149	0.0840
## what timing repair did
item / in CTS / in global routing
gates resized: 48 / 11
setup buffers: 9 / 0
pin swaps: 10 / 8
gates cloned: 0 / 0
setup endpoints to repair: 9 / 5
## cell families after synthesis
family	count (synthesis)	synth area share, %
adder cells (fa/ha/maj)	4	7.33
other	2	1.10
buffers and inverters	61	63.6
AND-OR/OR-AND	17	16.9
AND/OR/NAND/NOR	13	9.71
multiplexers	1	1.47
## critical path, delay by kind of cell
| family | cells | cell delay [ns] |
|---|---|---|
| AND/OR/NAND/NOR | 2 | 0.09 |
| buffers and inverters | 5 | 0.44 |
| adder cells (fa/ha/maj) | 1 | 0.21 |
| AND-OR/OR-AND | 3 | 0.40 |
## cell usage after synthesis (all sizes together), types with 2 or more instances
library cell   n
buf           56
o21ai          6
inv            5
ha             4
nand2          4
nor2           3
a21boi         2
a21oi          2
and3           2
conb           2
## path summary, 6_finish.rpt
kind	start	endpoint
max	SW[1]	HEX4[6]
min	SW[1]	HEX4[0]
## cell usage in the layout (no fill, tap or decap), types with 2 or more instances in the layout
cell | synthesis | layout
inv_1 | 5 | 2
o21ai_2 | 0 | 2
buf_4 | 54 | 15
ha_1 | 4 | 2
buf_2 | 2 | 3
clkdlybuf4s50_1 | 0 | 2
dlygate4sd2_1 | 0 | 2
nor2_1 | 3 | 3
clkbuf_2 | 0 | 2
buf_6 | 0 | 5
nand2_2 | 1 | 2
conb_1 | 2 | 53
nand2_1 | 3 | 2
o21ai_1 | 1 | 2
o21ai_0 | 5 | 2
## per-stage QoR
step / TNS (ns) / total power, mW
2_1_floorplan: 0 / 0.122
3_3_place_gp: -5.17 / 0.126
3_5_place_dp: -5.21 / 0.125
4_1_cts: 0 / 0.146
5_1_grt: -0.0337 / 0.172
6_report: 0 / 0.149
## area by class of cell
class	count	area share (%)
inverter	5	3.17
multi-input combinational	88	59.4
tap	46	6.94
timing repair buffer	31	30.5
Power figures rest on the tool's default switching activity, not on a simulated workload.
