==> run.sh <==
#!/bin/bash
# OpenROAD 26Q1-2900-gdf79404cd8, Yosys 0.63+post, stock flow scripts
make -C /OpenROAD-flow-scripts/flow DESIGN_CONFIG=/design/flow/config.mk WORK_HOME=/design/flow/orfs finish
==> config.mk <==
export PLATFORM = sky130hd
export DESIGN_NAME = Calculator
export DESIGN_NICKNAME = Calculator
export VERILOG_FILES = /design/flow/design.v
export SDC_FILE = /design/flow/constraint.sdc
export NUM_CORES = 4
export LEC_CHECK = 1
export CORE_AREA = 10 10 86 86
export DIE_AREA = 0 0 96 96
==> constraint.sdc <==
current_design Calculator

set clk_period 6.4
set clk_io_pct 0.2

create_clock -name clk0 -period $clk_period

set non_clock_inputs [all_inputs -no_clocks]
set_input_delay [expr $clk_period * $clk_io_pct] -clock clk0 $non_clock_inputs
set_output_delay [expr $clk_period * $clk_io_pct] -clock clk0 [all_outputs]
==> design.v <==
module AddSub4 (A,B,Co,R,Ovf);
	input [3:0] A,B;
	input Co;
	output [3:0] R;
	output Ovf;
	wire [4:0] c;			 
	assign c[0] = Co;
	FullAdder F0(A[0], B[0]^Co, c[0], R[0], c[1]);
	FullAdder F1(A[1], B[1]^Co, c[1], R[1], c[2]);
	FullAdder F2(A[2], B[2]^Co, c[2], R[2], c[3]);
	FullAdder F3(A[3], B[3]^Co, c[3], R[3], c[4]);
	assign Ovf = c[4]^c[3];
endmodule
module NumDisplay(A,OUT0,OUT1);
	input [3:0] A;
	output [6:0] OUT0, OUT1;
	reg [7:0] TCMag[0:15];
	initial begin
		TCMag[0] = 7'b1000000;	
		TCMag[1] = 7'b1111001; 	
		TCMag[2] = 7'b0100100; 	
		TCMag[3] = 7'b0110000; 	
		TCMag[4] = 7'b0011001; 	
		TCMag[5] = 7'b0010010; 	
		TCMag[6] = 7'b0000010; 	
		TCMag[7] = 7'b1111000; 	
		TCMag[8] = 7'b0000000; 	
		TCMag[9] = 7'b1111000; 	
		TCMag[10] = 7'b0000010;
		TCMag[11] = 7'b0010010;
		TCMag[12] = 7'b0011001;
		TCMag[13] = 7'b0110000;
		TCMag[14] = 7'b0100100;
		TCMag[15] = 7'b1111001;
	end
	assign OUT0 = A[3] ? 7'b0111111 : 7'b1111111;
	assign OUT1 = TCMag[A];
endmodule
module DisplayOvf(ovf,OUT);
	input ovf;
	output [6:0] OUT;
	assign OUT = ovf ? 7'b0000110 : 7'b1111111;
endmodule
module Prefix(Ain,Bin,OP,X,Y,Co);
	input [3:0] Ain,Bin;
	input [2:0] OP;
	output [3:0] X,Y;
	output Co;
	wire absB,absA,switch;
	assign absB = OP[1]&~OP[2]&Bin[3] ? 1 : 0;
	assign absA = OP[1]&OP[2]&Ain[3] ? 1 : 0;
	assign switch = OP[2]&~OP[1];
	assign Co = (OP[0]&~OP[1]) | absA | absB ? 1 : 0;
	assign X = ~OP[2]&OP[1] | OP[2]&OP[1] ? 4'b0000 : (switch ? Bin : Ain);
	assign Y = OP[2]&OP[1] ? Ain : (switch ? Ain : Bin);
endmodule
module Calculator(SW,KEY,HEX1,HEX2,HEX3,HEX4,HEX5,HEX6,HEX7);
	input [7:0] SW;
	input [2:0] KEY;
	output [6:0] HEX1, HEX2, HEX3, HEX4, HEX5, HEX6, HEX7;
	wire [3:0] X,Y,SUM;
	wire Co,ovf;
	NumDisplay D1(SW[7:4], HEX7, HEX6);
	NumDisplay D2(SW[3:0], HEX5, HEX4);
	Prefix P(SW[7:4], SW[3:0], ~KEY[2:0],X,Y,Co);
	AddSub4 AS(X,Y,Co,SUM,ovf);
	NumDisplay D3(SUM,HEX3,HEX2);
	DisplayOvf D4(ovf,HEX1);
endmodule
module CashReg
  #(parameter W = 5)									 
  (Clock, C, A, T, X, Total);
	input Clock;
	input A;													 
	input T;													 
	input C;													 
	input [W-1:0] X;										 
	output [W-1:0] Total;
	reg [W-1:0] AREG;
	wire A_LD;
	reg [W-1:0] SREG;
	wire S_CLR, S_LD;
	reg [W-1:0] TREG;
	wire T_CLR, T_LD;
	wire ovf;
	wire [W-1:0] R;
	AddW #(.W(W)) Adder(SREG, AREG, 1'b0, R, ovf);
	reg [2:0] Q, Q_Next;
	localparam Init          = 3'd0;
	localparam LoadX         = 3'd1;
	localparam AddX          = 3'd2;
	localparam MoreX         = 3'd3;
	localparam LoadTotal     = 3'd4;
	localparam DisplayTotal  = 3'd5;
	localparam Clear         = 3'd6;
	always @*
	begin
		case (Q)
			Init:
        if (A)
					Q_Next <= LoadX;
				else
					Q_Next <= Init;
			LoadX: Q_Next <= AddX;
			AddX: Q_Next <= MoreX;
			MoreX:
        if (A)
					Q_Next <= LoadX;
				else if (T)
					Q_Next <= LoadTotal;
				else
					Q_Next <= MoreX;
			LoadTotal: Q_Next <= DisplayTotal;
			DisplayTotal:
        if (C)
					Q_Next <= Clear;
				else
					Q_Next <= DisplayTotal;
			Clear: Q_Next <= Init;
		endcase
	end
  initial
	begin
		Q <= Init;
		AREG <= 'd0;
		SREG <= 'd0;
		TREG <= 'd0;
	end
	always @(posedge Clock)
		Q <= Q_Next;
	assign A_LD = (Q == LoadX);
	assign S_LD = (Q == AddX);
	assign T_LD = (Q == LoadTotal);
	assign S_CLR = (Q == Clear);
	assign T_CLR = (Q == Clear);
  always @(posedge Clock)
	begin
		AREG <= A_LD ? X : 'd0;
		SREG <=
			S_CLR ? 'd0 :
				(S_LD ? R : SREG);
		TREG <=
			T_CLR ? 'd0 :
				(T_LD ? SREG : TREG);
	end
	assign Total = TREG;
endmodule
module FullAdder(a, b, cin, s, cout);
	input a, b, cin;
	output s, cout;
	assign s = a ^ b ^ cin;
	assign cout = a & b | cin & (a ^ b);
endmodule
module AddW
	#(parameter W = 16)			 
	(A, B, c0, S, ovf);
	input [W-1:0] A, B;			 
	input c0;						 
	output [W-1:0] S;				 
	output ovf;						 
	wire [W:0] c;					 
	assign c[0] = c0;
	FullAdder F0(A[0], B[0]^Co, c[0], S[0], c[1]);
	FullAdder F1(A[1], B[1]^Co, c[1], S[1], c[2]);
	FullAdder F2(A[2], B[2]^Co, c[2], S[2], c[3]);
	FullAdder F3(A[3], B[3]^Co, c[3], S[3], c[4]);
	assign Ovf = c[4]^c[3];
endmodule
==> summary.log <==
INFO  status         run_status=completed
INFO  sta            finalHoldViolations=0
INFO  critical_path  largest_delay_share_family_worst_path=adder cells
INFO  synth          syn-instance-count=146
INFO  sta            achievable-frequency=163MHz
INFO  flow_run       cap_violations=0
INFO  global_routing grt_pass1_vias=972
INFO  synth          ys_chip_area=0.00105sqmm
INFO  flow_run       tool_warnings=43
INFO  clock_tree     cts.repair.resized=0
INFO  sta            grt_setup_unrepaired=no
INFO  sta            setup_ws=0.272ns
INFO  die            horizontal_extent_of_the_die=96um
INFO  synth          yosys.area.top_type_share=0.171
INFO  critical_path  cp_max_fo=7
INFO  routing        met2RoutedLength=1240um
INFO  cells_and_area fin_util=0.257
INFO  synth          postSynthSeqShare=0
INFO  global_routing grt_start_max_net_pins=15
INFO  synth          area_leaders=buf_4 (17%), ha_1 (15%), mux2i_1 (7.6%), fa_1 (5.7%), inv_1 (4.3%)
INFO  global_routing grt_pass1_wl=4690um
INFO  routing        drt.antenna.violating_nets=0
INFO  routing        drt_via_density=3.88
INFO  critical_path  cp_cell_sequence=clkdlybuf4s50_1 -> mux2i_1 -> mux2i_1 -> xor2_1 -> fa_1 -> inv_1 -> fa_1 -> inv_1 -> fa_1 -> and2_1 -> and4_4 -> a211o_1 -> clkdlybuf4s50_1
INFO  routing        met1_length=1410um
INFO  clock_tree     postCtsSetupBuffers=0
INFO  die            fp.dieArea=0.00922sqmm
INFO  cells_and_area syn2layout_area_growth=35.0%
INFO  critical_path  cp.buffers_inverters=4
INFO  critical_path  critical-path-max-stage-delay=0.55ns
INFO  synth          synth-warning-count=1
INFO  routing        wirelength=2910um
INFO  routing        drc=0
INFO  cells_and_area register_area=0squm
INFO  critical_path  slowest_stage_cell_crit_path=fa_1
INFO  global_routing groute.usage.overall=0.0610
INFO  synth          synth_dominant_cell_count=buf_4
INFO  sta            fin_crit=6.13ns
INFO  synth          yosysCellCount=146
INFO  critical_path  critPathRequiredTime=5.12ns
INFO  critical_path  worstSetupPathType=input port to output port
INFO  synth          yosys.area.top_type=buf_4
INFO  placed_design  finalWeightedCongestion=0.796
INFO  die            initCoreUtil=0.190
INFO  sta            post-route-period-util=0.958
INFO  routing        routed-via-count=969
INFO  synth          synth.avg_cell_area=7.22squm
INFO  sta            drv_slew=0
INFO  placed_design  place.detailed.hpwl=2500um
INFO  power_and_ir_drop leakage_power_total=0.634nW
INFO  sta            setup_viol=0
INFO  die            core.rowCount=27
INFO  placed_design  dpl_worst_slack=0.267ns
INFO  critical_path  start_kind=input port
INFO  clock_tree     postCtsHoldBufs=0
INFO  global_routing grt_total_ovfl=0
INFO  synth          synth.top_cells.by_count=buf_4 (24), ha_1 (13), inv_1 (12), nand2_1 (11)
INFO  cells_and_area sequential_cell_total=0
INFO  placed_design  numPortBuffers=40
INFO  die            die-height=96um
INFO  synth          syn_area=0.00105sqmm
INFO  global_routing initial_antenna_violation_count=0
INFO  critical_path  worst_setup_path_end_kind=output port
INFO  critical_path  crit_arrival=4.85ns
INFO  routing        dr.max_layer_used=met3
INFO  routing        drt-initial-drc-count=46
INFO  cells_and_area finalNonFillerCells=250
INFO  cells_and_area layout.clock_buffers=0
INFO  routing        detail_route.first_pass.iterations=4
INFO  worst_hold_path timing.hold.worst.class=input port to output port
INFO  routing        detail_route.antenna_diodes=0
INFO  synth          synth_cell_types=38
INFO  sta            worst_hold_slack=3.68ns
INFO  sta            totalNegativeSetupSlack=0ns
INFO  cells_and_area layout_cells_sized_above_1=0.0674
INFO  power_and_ir_drop cellPowerDensity=126mW/mm^2
INFO  die            core_ar=0.00554sqmm
INFO  placed_design  post-place-cells=250
INFO  routing        routed-wl-met3=263um
INFO  critical_path  cpMostUsedCell=fa_1
INFO  cells_and_area filler_cell_count=630
INFO  power_and_ir_drop worst_ir_drop_vdd=0.0000421V
INFO  routing        detail_route.wl_per_cell=11.6um
INFO  die            pin_count=60
## layout make-up
| type | count | area, sq um | share of cell area |
|---|---|---|---|
| repair buffers | 44 | 430 | 0.302 |
| inverters | 13 | 48.8 | 0.0343 |
| well taps | 72 | 90.1 | 0.0633 |
| multi-input cells | 121 | 855 | 0.600 |
## power by group
group | switching, W | internal, W
combinational | 0.0000680 | 0.000112
clock | 0 | 0
sequential | 0 | 0
total | 0.0000680 | 0.000112
## routing by layer
metal | GRT usage | vias to the layer above
met5 | 0 | -
met2 | 0.0919 | 38
li1 | - | 511
met3 | 0.0204 | 0
met4 | 0 | 0
met1 | 0.0876 | 420
## placed cells by master, fill, tap and decap left out, drive strengths merged, types with 4 or more instances in the layout
| cell | n |
|---|---|
| nor2b | 7 |
| inv | 13 |
| mux2i | 8 |
| xnor2 | 4 |
| clkdlybuf4s50 | 40 |
| a211oi | 4 |
| o21ai | 9 |
| buf | 4 |
| a21oi | 6 |
| nand3 | 4 |
| nand2 | 11 |
| nor2 | 6 |
| conb | 20 |
| ha | 13 |
## metrics by stage
stage | instance area, sq um | total power, W
4_1_cts | 1420 | 0.000186
3_3_place_gp | 1420 | 0.000185
5_1_grt | 1420 | 0.000204
3_5_place_dp | 1420 | 0.000185
6_report | 1420 | 0.000180
2_1_floorplan | 1130 | 0.000101
## tightest hold or removal path, stage by stage
cell and delay [ns]:
clkdlybuf4s50_1 0.48, buf_4 0.15, o22ai_1 0.07, clkdlybuf4s50_1 0.41
## logic make-up (layout without fill, tap and decap cells)
kind of cell               Yosys count  after routing  synth area share
xor gates and xnor gates             6              6            0.0498
muxes                                8              8            0.0759
buffers and inverters               44             57             0.257
adders and majority gates           16             16             0.211
other                                1             20           0.00356
and+or+nand+nor                     39             39             0.196
AOI/OAI and AO/OA                   32             32             0.206
## final timing paths
path,endpoint,from,slack (ns),cells past startpoint
setup / recovery,HEX2[1],KEY[2],0.27,13
hold / removal,HEX4[0],SW[3],3.68,4
Power and IR drop assume default switching activity.
